## flow/run.sh

```bash
#!/bin/bash
# OpenROAD 26Q1-2900-gdf79404cd8, Yosys 0.63+post, stock flow scripts
make -C /OpenROAD-flow-scripts/flow DESIGN_CONFIG=/design/flow/config.mk WORK_HOME=/design/flow/orfs finish
```

## flow/design.v

```verilog
module uart (clk,reset_n,pclk,preset_n,psel,penable,pwrite,pstrb,paddr,pwdata,rx,cts_n,pready,pslverr,prdata,tx,rts_n);
input   clk ;
input   reset_n ;
input   pclk ;
input   preset_n ;
input   psel ;
input   penable ;
input   pwrite ;
input  [3:0] pstrb ;
input  [11:0] paddr ;
input  [31:0] pwdata ;
input   rx ;
input   cts_n ;
output   pready ;
output   pslverr ;
output  [31:0] prdata ;
output   tx ;
output   rts_n ;
wire   clk_tx ;
wire   clk_rx ;
wire  [7:0] tx_data ;
wire  [7:0] rx_data ;
wire  [1:0] data_bit_num ;
wire   stop_bit_num ;
wire   parity_en ;
wire   parity_type ;
wire   start_tx ;
wire   tx_done ;
wire   rx_done ;
wire   parity_error ;
wire   clear_start_tx ;
wire   Tpl_30 ;
wire   Tpl_31 ;
wire   Tpl_32 ;
wire   Tpl_33 ;
wire  [7:0] Tpl_34 ;
wire  [1:0] Tpl_35 ;
wire   Tpl_36 ;
wire   Tpl_37 ;
wire   Tpl_38 ;
wire   Tpl_39 ;
logic   Tpl_40 ;
logic   Tpl_41 ;
logic   Tpl_42 ;
logic  [1:0] Tpl_43 ;
logic  [1:0] Tpl_44 ;
logic  [2:0] Tpl_45 ;
logic  [2:0] Tpl_46 ;
logic  [1:0] Tpl_47 ;
logic  [1:0] Tpl_48 ;
logic  [7:0] Tpl_49 ;
wire   Tpl_50 ;
wire   Tpl_51 ;
wire   Tpl_52 ;
wire   Tpl_53 ;
wire  [1:0] Tpl_54 ;
wire   Tpl_55 ;
wire   Tpl_56 ;
wire   Tpl_57 ;
wire  [7:0] Tpl_58 ;
wire   Tpl_59 ;
logic   Tpl_60 ;
logic   Tpl_61 ;
logic  [1:0] Tpl_62 ;
logic  [1:0] Tpl_63 ;
logic  [3:0] Tpl_64 ;
logic  [3:0] Tpl_65 ;
logic  [1:0] Tpl_66 ;
logic  [3:0] Tpl_67 ;
logic  [1:0] Tpl_68 ;
logic  [7:0] Tpl_69 ;
logic   Tpl_70 ;
logic   Tpl_71 ;
wire   Tpl_72 ;
wire   Tpl_73 ;
wire   Tpl_74 ;
wire   Tpl_75 ;
wire   Tpl_76 ;
wire   Tpl_77 ;
wire  [3:0] Tpl_78 ;
wire  [11:0] Tpl_79 ;
wire  [31:0] Tpl_80 ;
wire   Tpl_81 ;
logic   Tpl_82 ;
logic  [31:0] Tpl_83 ;
wire   Tpl_84 ;
wire   Tpl_85 ;
logic  [7:0] Tpl_86 ;
wire  [7:0] Tpl_87 ;
logic  [1:0] Tpl_88 ;
logic   Tpl_89 ;
logic   Tpl_90 ;
logic   Tpl_91 ;
logic   Tpl_92 ;
wire   Tpl_93 ;
wire   Tpl_94 ;
wire   Tpl_95 ;
wire   Tpl_96 ;
wire   Tpl_97 ;
wire   Tpl_98 ;
wire   Tpl_99 ;
wire   Tpl_100 ;
wire   Tpl_101 ;
wire   Tpl_102 ;
wire   Tpl_103 ;
wire   Tpl_104 ;
wire   Tpl_105 ;
wire   Tpl_106 ;
logic   Tpl_107 ;
logic   Tpl_108 ;
logic   Tpl_109 ;
logic  [7:0] Tpl_110 ;
wire  [31:0] Tpl_111 ;
wire  [31:0] Tpl_112 ;
wire  [31:0] Tpl_113 ;
wire  [31:0] Tpl_114 ;
wire  [31:0] Tpl_115 ;
logic   Tpl_116 ;
logic   Tpl_117 ;
wire   Tpl_118 ;
wire   Tpl_119 ;
wire   Tpl_120 ;
wire   Tpl_121 ;
logic  [4:0] Tpl_122 ;
logic  [8:0] Tpl_123 ;
assign Tpl_30 = clk;
assign Tpl_31 = reset_n;
assign Tpl_32 = clk_tx;
assign Tpl_33 = cts_n;
assign Tpl_34 = tx_data;
assign Tpl_35 = data_bit_num;
assign Tpl_36 = stop_bit_num;
assign Tpl_37 = parity_en;
assign Tpl_38 = parity_type;
assign Tpl_39 = start_tx;
assign tx = Tpl_40;
assign tx_done = Tpl_41;
assign clear_start_tx = Tpl_42;
assign Tpl_50 = clk;
assign Tpl_51 = reset_n;
assign Tpl_52 = clk_rx;
assign Tpl_53 = rx;
assign Tpl_54 = data_bit_num;
assign Tpl_55 = stop_bit_num;
assign Tpl_56 = parity_en;
assign Tpl_57 = parity_type;
assign rx_data = Tpl_58;
assign rts_n = Tpl_59;
assign rx_done = Tpl_60;
assign parity_error = Tpl_61;
assign Tpl_73 = pclk;
assign Tpl_74 = preset_n;
assign Tpl_75 = psel;
assign Tpl_76 = penable;
assign Tpl_77 = pwrite;
assign Tpl_78 = pstrb;
assign Tpl_79 = paddr;
assign Tpl_80 = pwdata;
assign pready = Tpl_81;
assign pslverr = Tpl_82;
assign prdata = Tpl_83;
assign Tpl_84 = clk;
assign Tpl_85 = reset_n;
assign tx_data = Tpl_86;
assign Tpl_87 = rx_data;
assign data_bit_num = Tpl_88;
assign stop_bit_num = Tpl_89;
assign parity_en = Tpl_90;
assign parity_type = Tpl_91;
assign start_tx = Tpl_92;
assign Tpl_93 = tx_done;
assign Tpl_94 = rx_done;
assign Tpl_95 = parity_error;
assign Tpl_96 = clear_start_tx;
assign Tpl_118 = clk;
assign Tpl_119 = reset_n;
assign clk_tx = Tpl_120;
assign clk_rx = Tpl_121;
always @(*)
begin
case (Tpl_35)
2'b00: begin
Tpl_45 = 3'd4;
Tpl_49 = Tpl_34[4:0];
end
2'b01: begin
Tpl_45 = 3'd5;
Tpl_49 = Tpl_34[5:0];
end
2'b10: begin
Tpl_45 = 3'd6;
Tpl_49 = Tpl_34[6:0];
end
2'b11: begin
Tpl_45 = 3'd7;
Tpl_49 = Tpl_34[7:0];
end
default: Tpl_45 = 3'd7;
endcase
end
always @(*)
begin
case ({{Tpl_37,Tpl_36}})
2'b00: Tpl_47 = 2'd0;
2'b01: Tpl_47 = 2'd1;
2'b10: Tpl_47 = 2'd1;
2'b11: Tpl_47 = 2'd2;
default: Tpl_47 = 2'd0;
endcase
end
always @( posedge Tpl_30 or negedge Tpl_31 )
begin
if ((~Tpl_31))
begin
Tpl_43 <= 2'b00;
end
else
begin
Tpl_43 <= Tpl_44;
case (Tpl_43)
2'b00: begin
Tpl_46 <= 0;
Tpl_48 <= 0;
end
2'b10: begin
if (Tpl_32)
begin
Tpl_46 <= (Tpl_46 + 1);
end
else
Tpl_46 <= Tpl_46;
end
2'b11: begin
if (Tpl_32)
begin
Tpl_48 <= (Tpl_48 + 1);
end
else
Tpl_48 <= Tpl_48;
end
default: begin
Tpl_46 <= 0;
Tpl_48 <= 0;
end
endcase
end
end
always @(*)
begin
case (Tpl_43)
2'b00: begin
if (((Tpl_39 && (!Tpl_33)) && Tpl_32))
begin
Tpl_44 = 2'b01;
Tpl_42 = 1;
end
else
Tpl_44 = 2'b00;
end
2'b01: begin
Tpl_42 = 0;
if (Tpl_32)
begin
Tpl_44 = 2'b10;
end
else
Tpl_44 = 2'b01;
end
2'b10: begin
if (Tpl_32)
begin
if ((Tpl_46 == Tpl_45))
begin
Tpl_44 = 2'b11;
end
else
Tpl_44 = 2'b10;
end
else
Tpl_44 = 2'b10;
end
2'b11: begin
if (Tpl_32)
begin
if ((Tpl_48 == Tpl_47))
begin
Tpl_44 = 2'b00;
end
else
Tpl_44 = 2'b11;
end
else
Tpl_44 = 2'b11;
end
default: Tpl_44 = 2'b00;
endcase
end
always @(*)
begin
case (Tpl_43)
2'b00: begin
Tpl_40 = 1'b1;
end
2'b01: begin
Tpl_40 = 1'b0;
end
2'b10: begin
Tpl_40 = Tpl_34[Tpl_46];
end
2'b11: begin
if ((Tpl_37 && (Tpl_48 == 0)))
begin
Tpl_40 = (Tpl_38 ? (^Tpl_49) : (~^Tpl_49));
end
else
Tpl_40 = 1'b1;
end
default: Tpl_40 = 1'b1;
endcase
end
always @( posedge Tpl_30 or negedge Tpl_31 )
begin
if ((~Tpl_31))
begin
Tpl_41 <= 1;
end
else
begin
if (Tpl_32)
begin
if ((((Tpl_43 == 2'b11) && (Tpl_48 == Tpl_47)) || (Tpl_43 == 2'b00)))
begin
Tpl_41 <= 1;
end
else
Tpl_41 <= 0;
end
else
Tpl_41 <= Tpl_41;
end
end
always @(*)
begin
case (Tpl_54)
2'b00: Tpl_65 = 4'd5;
2'b01: Tpl_65 = 4'd6;
2'b10: Tpl_65 = 4'd7;
2'b11: Tpl_65 = 4'd8;
default: Tpl_65 = 4'd8;
endcase
end
always @(*)
begin
case ({{Tpl_56,Tpl_55}})
2'b00: Tpl_66 = 2'd1;
2'b01: Tpl_66 = 2'd2;
2'b10: Tpl_66 = 2'd2;
2'b11: Tpl_66 = 2'd3;
default: Tpl_66 = 2'd1;
endcase
end
always @(*)
begin
case (Tpl_62)
2'b11: begin
if ((!Tpl_53))
Tpl_63 = 2'b00;
else
Tpl_63 = 2'b11;
end
2'b00: begin
if ((Tpl_64 == 15))
begin
Tpl_63 = 2'b01;
end
else
Tpl_63 = 2'b00;
end
2'b01: begin
if (((Tpl_64 == 15) && (Tpl_67 == Tpl_65)))
begin
Tpl_63 = 2'b10;
end
else
Tpl_63 = 2'b01;
end
2'b10: begin
if (((Tpl_64 == 15) && (Tpl_68 == Tpl_66)))
begin
Tpl_63 = 2'b11;
end
else
Tpl_63 = 2'b10;
end
default: Tpl_63 = 2'b11;
endcase
end
always @( posedge Tpl_50 or negedge Tpl_51 )
begin
if ((~Tpl_51))
begin
Tpl_62 <= 2'b11;
Tpl_67 <= 0;
Tpl_68 <= 0;
Tpl_64 <= 0;
Tpl_71 <= 0;
end
else
begin
Tpl_62 <= Tpl_63;
case (Tpl_62)
2'b11: begin
Tpl_64 <= 0;
Tpl_71 <= 0;
end
2'b00: begin
Tpl_67 <= 0;
Tpl_68 <= 0;
if (Tpl_52)
begin
Tpl_64 <= (Tpl_64 + 1'b1);
if ((Tpl_64 == 15))
begin
Tpl_64 <= 0;
end
end
else
Tpl_64 <= Tpl_64;
end
2'b01: begin
if (Tpl_52)
begin
Tpl_64 <= (Tpl_64 + 1'b1);
if ((Tpl_64 == 8))
begin
Tpl_67 <= (Tpl_67 + 1);
Tpl_69[Tpl_67] <= Tpl_53;
Tpl_71 <= (Tpl_71 ^ Tpl_53);
end
else
if ((Tpl_64 == 15))
begin
Tpl_64 <= 0;
end
end
else
Tpl_64 <= Tpl_64;
end
2'b10: begin
if (Tpl_52)
begin
Tpl_64 <= (Tpl_64 + 1);
if ((Tpl_64 == 8))
begin
Tpl_68 <= (Tpl_68 + 1);
end
else
if ((Tpl_64 == 15))
begin
Tpl_64 <= 0;
end
end
else
Tpl_64 <= Tpl_64;
end
endcase
end
end
always @(*)
begin
case (Tpl_62)
2'b11: begin
Tpl_60 = 1;
Tpl_61 = 0;
end
2'b00: begin
Tpl_60 = 1;
end
2'b01: begin
Tpl_60 = 0;
end
2'b10: begin
Tpl_60 = ((Tpl_64 == 15) && (Tpl_68 == Tpl_66));
if (((Tpl_68 == 0) && Tpl_56))
begin
Tpl_70 = Tpl_53;
end
Tpl_61 = (Tpl_56 ? (Tpl_57 ? (Tpl_71 != Tpl_70) : ((~Tpl_71) != Tpl_70)) : 1'b0);
end
default: begin
Tpl_60 = 0;
end
endcase
end
assign Tpl_59 = (~Tpl_60);
assign Tpl_58 = Tpl_69;
assign Tpl_97 = ((Tpl_75 && (~Tpl_77)) && Tpl_76);
assign Tpl_98 = ((Tpl_75 && Tpl_77) && Tpl_76);
assign Tpl_81 = ((Tpl_75 == 1'b1) ? ((Tpl_77 & Tpl_116) | ((~Tpl_77) & Tpl_117)) : 0);
assign Tpl_99 = (Tpl_97 && (Tpl_79 == 0));
assign Tpl_100 = (Tpl_98 && (Tpl_79 == 0));
assign Tpl_101 = (Tpl_97 && (Tpl_79 == 4));
assign Tpl_102 = (Tpl_97 && (Tpl_79 == 8));
assign Tpl_103 = (Tpl_98 && (Tpl_79 == 8));
assign Tpl_104 = (Tpl_97 && (Tpl_79 == 12));
assign Tpl_105 = (Tpl_98 && (Tpl_79 == 12));
assign Tpl_106 = (Tpl_97 && (Tpl_79 == 16));
always @(*)
begin
if ((!Tpl_98))
begin
Tpl_116 = 1'b0;
end
else
begin
Tpl_116 = 1'b1;
end
end
always @(*)
begin
if ((!Tpl_97))
begin
Tpl_117 = 1'b0;
end
else
begin
Tpl_117 = 1'b1;
end
end
always @( posedge Tpl_84 or negedge Tpl_85 )
begin: proc_tx_write_data_75
if ((~Tpl_85))
begin
Tpl_86 <= 0;
end
else
if (Tpl_100)
begin
if (Tpl_78[0])
Tpl_86 <= Tpl_80[7:0];
end
end
always @( posedge Tpl_84 or negedge Tpl_85 )
begin: proc_data_bit_num_78
if ((~Tpl_85))
begin
Tpl_88 <= 2'b00;
end
else
if (Tpl_103)
begin
if (Tpl_78[0])
Tpl_88 <= Tpl_80[1:0];
end
end
always @( posedge Tpl_84 or negedge Tpl_85 )
begin: proc_stop_bit_num_81
if ((~Tpl_85))
begin
Tpl_89 <= 1'b0;
end
else
if (Tpl_103)
begin
if (Tpl_78[0])
Tpl_89 <= Tpl_80[2];
end
end
always @( posedge Tpl_84 or negedge Tpl_85 )
begin: proc_parity_en_84
if ((~Tpl_85))
begin
Tpl_90 <= 1'b0;
end
else
if (Tpl_103)
begin
if (Tpl_78[0])
Tpl_90 <= Tpl_80[3];
end
end
always @( posedge Tpl_84 or negedge Tpl_85 )
begin: proc_parity_type_87
if ((~Tpl_85))
begin
Tpl_91 <= 1'b0;
end
else
if (Tpl_103)
begin
if (Tpl_78[0])
Tpl_91 <= Tpl_80[4];
end
end
always @( posedge Tpl_84 or negedge Tpl_85 )
begin: proc_start_tx_90
if ((~Tpl_85))
begin
Tpl_92 <= 0;
end
else
if (Tpl_105)
begin
if (Tpl_78[0])
Tpl_92 <= Tpl_80[0];
end
else
if (Tpl_96)
Tpl_92 <= 0;
end
always @( posedge Tpl_84 or negedge Tpl_85 )
begin: proc_rx_data_93
if ((~Tpl_85))
begin
Tpl_110 <= 8'b00000000;
end
else
begin
Tpl_110 <= Tpl_87;
end
end
always @( posedge Tpl_84 or negedge Tpl_85 )
begin: proc_tx_done_96
if ((~Tpl_85))
begin
Tpl_107 <= 1'b1;
end
else
begin
Tpl_107 <= Tpl_93;
end
end
always @( posedge Tpl_84 or negedge Tpl_85 )
begin: proc_rx_done_99
if ((~Tpl_85))
begin
Tpl_108 <= 1'b0;
end
else
begin
Tpl_108 <= Tpl_94;
end
end
always @( posedge Tpl_84 or negedge Tpl_85 )
begin: proc_parity_error_102
if ((~Tpl_85))
begin
Tpl_109 <= 0;
end
else
begin
Tpl_109 <= Tpl_95;
end
end
assign Tpl_111[7:0] = Tpl_86;
assign Tpl_111[31:8] = Tpl_80[31:8];
assign Tpl_112[7:0] = Tpl_110;
assign Tpl_112[31:8] = Tpl_80[31:8];
assign Tpl_113[1:0] = Tpl_88;
assign Tpl_113[2] = Tpl_89;
assign Tpl_113[3] = Tpl_90;
assign Tpl_113[4] = Tpl_91;
assign Tpl_113[31:5] = Tpl_80[31:5];
assign Tpl_114[0] = Tpl_92;
assign Tpl_114[31:1] = Tpl_80[31:1];
assign Tpl_115[0] = Tpl_107;
assign Tpl_115[1] = Tpl_108;
assign Tpl_115[2] = Tpl_109;
assign Tpl_115[31:3] = Tpl_80[31:3];
always @(*)
begin
Tpl_83 = 0;
case (1)
Tpl_99: Tpl_83 = Tpl_111;
Tpl_101: Tpl_83 = Tpl_112;
Tpl_102: Tpl_83 = Tpl_113;
Tpl_104: Tpl_83 = Tpl_114;
Tpl_106: Tpl_83 = Tpl_115;
default: Tpl_83 = 0;
endcase
end
always @(*)
begin
if ((Tpl_81 && Tpl_77))
begin
if ((Tpl_79 == 0))
begin
Tpl_82 = 0;
end
else
if ((Tpl_79 == 4))
begin
Tpl_82 = 1;
end
else
if ((Tpl_79 == 8))
begin
Tpl_82 = 0;
end
else
if ((Tpl_79 == 12))
begin
Tpl_82 = 0;
end
else
if ((Tpl_79 == 16))
begin
Tpl_82 = 1;
end
else
Tpl_82 = 1;
end
else
if ((Tpl_81 && (~Tpl_77)))
begin
if ((((((Tpl_79 != 0) && (Tpl_79 != 4)) && (Tpl_79 != 8)) && (Tpl_79 != 12)) && (Tpl_79 != 16)))
begin
Tpl_82 = 1;
end
else
Tpl_82 = 0;
end
else
Tpl_82 = 0;
end
assign Tpl_121 = (Tpl_122 == 0);
assign Tpl_120 = (Tpl_123 == 0);
always @( posedge Tpl_118 or negedge Tpl_119 )
begin
if ((~Tpl_119))
begin
Tpl_122 <= 0;
end
else
begin
if ((Tpl_122 == 27))
begin
Tpl_122 <= 0;
end
else
Tpl_122 <= (Tpl_122 + 1);
end
end
always @( posedge Tpl_118 or negedge Tpl_119 )
begin
if ((~Tpl_119))
begin
Tpl_123 <= 0;
end
else
begin
if ((Tpl_123 == 434))
begin
Tpl_123 <= 0;
end
else
Tpl_123 <= (Tpl_123 + 1);
end
end
endmodule
```

## flow/config.mk

```make
export PLATFORM = sky130hd
export DESIGN_NAME = uart
export DESIGN_NICKNAME = uart
export VERILOG_FILES = /design/flow/design.v
export SDC_FILE = /design/flow/constraint.sdc
export NUM_CORES = 4
export LEC_CHECK = 1
export CORE_UTILIZATION = 40
```

## flow/constraint.sdc

```tcl
current_design uart

set clk_period 5.5
set clk_io_pct 0.2

create_clock -name clk0 -period $clk_period [get_ports {clk}]

set non_clock_inputs [all_inputs -no_clocks]
set_input_delay [expr $clk_period * $clk_io_pct] -clock clk0 $non_clock_inputs
set_output_delay [expr $clk_period * $clk_io_pct] -clock clk0 [all_outputs]
```

==> out/results.txt <==
status = finished, final reports clean
CTS Root Buffer Type = sky130_fd_sc_hd__clkbuf_8
ordered list of cells on the worst path = clkdlybuf4s50_1 > nor3_1 > nand4_2 > nor3_1 > a222oi_1 > inv_1 > clkdlybuf4s50_1
clock latency of the later-clocked register in the worst-skew pair = 0.34 ns
Clock Power Share = 42.6%
pin count of the biggest net entering global routing = 36
worst slack after detailed placement = 0.725 ns
Final setup violation count = 0
overall die width = 106 µm
Yosys warning total = 2
cells on worst reg2reg path = 6
antenna violations before repair = 0
gate family responsible for the most delay along the worst path = simple AND/OR/NAND/NOR gates
number of CTS-inserted buffers = 9
worst reg2reg path endpoint = Tpl_69[4]
category of the critical setup timing path = primary input to output pin
via count of the first global-routing pass = 3328
Max-Cap Viols = 0
post-synthesis async set-or-reset flop share = 78.7%
count of unique library cells instantiated by Yosys = 59
total antenna diodes in the routed design = 0
HP Start = Tpl_41
internal cell power = 820 µW
largest voltage drop on the vdd net = 133 µV
number of cell instances after yosys synthesis = 445
flip-flop and latch count after synthesis = 75
total power = 1060 µW
PD cells = 190 nW/µm²
Hold Crit Depth = 0
all-layer global routing usage = 19.3%
highest-delay cell along the critical path = sky130_fd_sc_hd__nor3_1
number of top-level pins = 93
mean number of vias per cell = 5.13
die footprint = 11300 µm²
core footprint = 10400 µm²
most frequent logic cell in the layout = sky130_fd_sc_hd__clkdlybuf4s50_1
Slew HR = 53.4%
area figure in the yosys stat output = 4340 µm²
max incr delay on CP = 0.64 ns
total number of vias = 3462
Post-CTS Hold Fix Bufs = 0
CP Capture Type = output pin
standard-cell rows = 37
clk_skew = 0.00834 ns
drt wl/cell = 14.8 µm
average instance area after synthesis = 9.75 µm²
total gr overflow = 0
CTS H-tree lvls = 3
critical path peak fanout = 10
crit share post-route = 86.7%
unrepaired setup endpoints after global routing = no
Logic pwr share = 6.2%
Worst Setup Slack, final = 0.730 ns
combined area of all synthesized cells = 4340 µm²
iteration count of the initial detailed-routing pass = 5
Initial DRC Count = 214
share of post-route cells with drive strength above 1 = 10.0%
detailed placer's ending HPWL = 7590 µm
number of standard cells after synthesis = 445
number of enable-type register cells in the synthesized netlist = 13
final count of pins violating max slew = 0
most frequent cells in the layout = 86 x sky130_fd_sc_hd__clkdlybuf4s50_1, 55 x sky130_fd_sc_hd__dfrtp_1, 46 x sky130_fd_sc_hd__nand2_1
y dimension of the die = 106 µm
kind of start point of the critical path = primary input
Final Hold Violating Endpoints = 0
worst reg-to-reg setup slack = 2.72 ns
gp weighted congestion = 0.873
count of endpoints without a timing constraint = 4
TritonCTS clock tree = built
data required time at the worst endpoint = 4.40 ns
maximum clock rate = 210 MHz
critical path data arrival time = 3.67 ns
worst r2r src = Tpl_122[0]
global-route wire length before repair = 16700 µm
final critical delay including setup and external delays = 4.77 ns
WHS = 0.367 ns
Detail Route Antenna Nets = 0
cell leakage power = 0.00228 µW
switching part of the total power = 22.3%
final wirelength = 9970 µm
number of buffers on the longest clock path = 2
number of cells upsized or downsized after cts = 0
most used flip-flop cell after synthesis = sky130_fd_sc_hd__dfrtp_1
Residual DRC = 0
Critical path buffers and inverters = 3
number of cells after detailed placement = 659
destination of the worst hold path = Tpl_107
setup TNS = 0 ns
number of buffer cells added on primary ports = 87
power dissipated by switching net loads = 235 µW
post-CTS clock slew at the launch and capture registers of the worst setup and hold paths = 0.07 ns
sequential share of power = 51.3%
Pre-Place Util = 41.7%
pin slew with the least headroom to its limit = 0.695 ns
synthesis-to-finish area growth = 28.2%
number of logged tool warnings = 43
worst min path class = flip-flop to flip-flop
setup fix buffers added after clock tree synthesis = 0
fin cells = 675
count of unclocked register or latch pins = 3
[state kept, by name, indices dropped and copies added (netlist names), 2 cells and up]
| register | cells |
|---|---|
| Tpl_110 | 8 |
| Tpl_122 | 5 |
| Tpl_123 | 9 |
| Tpl_43 | 4 |
| Tpl_46 | 3 |
| Tpl_48 | 2 |
| Tpl_62 | 4 |
| Tpl_64 | 4 |
| Tpl_67 | 4 |
| Tpl_68 | 2 |
| Tpl_69 | 8 |
| Tpl_86 | 8 |
| Tpl_88 | 2 |
[through the flow]
step / area (µm²) / utilization [%]
floorplan: 4340 / -
global placement: 5350 / 51.4
detailed placement: 5350 / 51.4
CTS: 5560 / 53.4
global route: 5560 / 53.4
finish: 5560 / 53.4
[cell type report]
cell class	count	area [µm²]
multi-input combinational	326	2250
sequential	75	1920
fill	919	4850
clock buffer	11	153
inverter	31	116
timing repair buffer	91	896
clock inverter	5	61.3
tap	136	170
[routing by layer]
layer | part of all wire (%) | up-vias | track usage (%)
met5 | 0 | - | 0
met4 | 0.77 | 0 | 2.28
met3 | 5.8 | 6 | 3.81
met2 | 45 | 84 | 28.7
met1 | 48 | 1636 | 31.1
li1 | - | 1736 | -
[logic make-up (layout without fill, tap and decap cells)]
kind of cell	after synthesis	in the layout	share of synthesized area, %
AND-OR/OR-AND	84	84	12.3
XOR/XNOR	28	28	5.65
adder cells (fa/ha/maj)	22	22	6.34
buffers and inverters	44	138	3.95
flip-flops	72	72	43.1
latches	3	3	1.04
multiplexers	24	24	6.98
AND/OR/NAND/NOR	168	168	20.6
[power groups by stage]
| stage | registers [µW] | clock network (µW) | logic, µW |
|---|---|---|---|
| CTS | 541 | 466 | 66.2 |
| global route | 541 | 488 | 72.2 |
| finish | 541 | 449 | 65.2 |
[synth_stat cells (2+ instances only)]
master                     number  area, µm²
sky130_fd_sc_hd__dfstp_2        4        105
sky130_fd_sc_hd__a22oi_1        2       15.0
sky130_fd_sc_hd__edfxtp_1      13        390
sky130_fd_sc_hd__nand4_2        2       25.0
sky130_fd_sc_hd__nor2_1        31        116
sky130_fd_sc_hd__a41o_1         2       20.0
sky130_fd_sc_hd__mux2i_1        3       30.0
sky130_fd_sc_hd__nand2_1       46        173
sky130_fd_sc_hd__nand2b_1       7       43.8
sky130_fd_sc_hd__or3_1          3       18.8
sky130_fd_sc_hd__and4_1         3       26.3
sky130_fd_sc_hd__inv_1         31        116
sky130_fd_sc_hd__o32a_1         3       30.0
sky130_fd_sc_hd__and2_1        28        175
sky130_fd_sc_hd__o31ai_1        3       22.5
sky130_fd_sc_hd__mux4_2         2       45.0
sky130_fd_sc_hd__a22o_1         6       52.6
sky130_fd_sc_hd__xnor2_1       15        131
sky130_fd_sc_hd__a31o_2         2       17.5
sky130_fd_sc_hd__dfrtp_1       55       1380
sky130_fd_sc_hd__nand3_1       17       85.1
sky130_fd_sc_hd__dlxtn_1        3       45.0
sky130_fd_sc_hd__a21boi_0       3       22.5
sky130_fd_sc_hd__o21ai_0       24        120
sky130_fd_sc_hd__buf_2          2       10.0
sky130_fd_sc_hd__nor2b_1        4       25.0
sky130_fd_sc_hd__xor2_1        13        114
sky130_fd_sc_hd__nand4_1        7       43.8
sky130_fd_sc_hd__a21oi_1       26        130
sky130_fd_sc_hd__clkbuf_1      10       37.5
sky130_fd_sc_hd__ha_1          22        275
sky130_fd_sc_hd__nor4b_1        2       17.5
sky130_fd_sc_hd__a222oi_1       3       30.0
sky130_fd_sc_hd__or2_2          2       12.5
sky130_fd_sc_hd__mux2_2        17        191
sky130_fd_sc_hd__nor3_1         6       30.0
[how the worst max path moves through the flow]
stage	start	endpoint	slack (ns)	cells past startpoint
CTS	paddr[7]	prdata[7]	0.72	7
global route	paddr[7]	prdata[7]	0.41	7
finish	paddr[7]	prdata[7]	0.73	7
Power is estimated from default activity; no workload was simulated.
